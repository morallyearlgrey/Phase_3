## /design/flow/design.v

```verilog
module REGISTER (
    input iClk,               
    input iRstN,              
    input iWriteEn,           
    input iReadEnS1,          
    input iReadEnS2,          
    input [4:0] iRdAddr,      
    input [4:0] iRs1Addr,     
    input [4:0] iRs2Addr,     
    input [31:0] iWriteData,  
    output [31:0] oRs1Data,   
    output [31:0] oRs2Data    
);
    reg [31:0] registers [31:0];
    integer i;
    always @(posedge iClk or negedge iRstN) begin
        if (!iRstN) begin
            for(i=0; i<32; i=i+1) begin
                registers[i]<=32'b0;  
            end 
        end else begin
            if((iWriteEn) && (iRdAddr!=5'b0)) begin 
                registers[iRdAddr]<=iWriteData;  
            end
        end
    end
    assign oRs1Data = (iReadEnS1!=1'b0) ? ((iRs1Addr==5'b0) ? (32'b0) : (registers[iRs1Addr])) : 32'b0;
    assign oRs2Data = (iReadEnS2!=1'b0) ? ((iRs2Addr==5'b0) ? (32'b0) : (registers[iRs2Addr])) : 32'b0;
endmodule
```

## /design/flow/constraint.sdc

```tcl
current_design REGISTER

set clk_period 20.4
set clk_io_pct 0.2

create_clock -name clk0 -period $clk_period [get_ports {iClk}]

set non_clock_inputs [all_inputs -no_clocks]
set_input_delay [expr $clk_period * $clk_io_pct] -clock clk0 $non_clock_inputs
set_output_delay [expr $clk_period * $clk_io_pct] -clock clk0 [all_outputs]
```

## /design/flow/config.mk

```make
export PLATFORM = sky130hd
export DESIGN_NAME = REGISTER
export DESIGN_NICKNAME = REGISTER
export VERILOG_FILES = /design/flow/design.v
export SDC_FILE = /design/flow/constraint.sdc
export NUM_CORES = 4
export LEC_CHECK = 1
export CORE_UTILIZATION = 50
```

## /design/flow/run.sh

```bash
#!/bin/bash
# OpenROAD 26Q1-2900-gdf79404cd8, Yosys 0.63+post, stock flow scripts
make -C /OpenROAD-flow-scripts/flow DESIGN_CONFIG=/design/flow/config.mk WORK_HOME=/design/flow/orfs finish
```

==> results.sh <==
# source this file to load flow results
export IMPL_cts_resized=0
export IMPL_critical_path_cell_chain="buf_2, nand2b_1, nor2_4, buf_4, a22oi_1, nand3_1, nor4_1, a21oi_1, clkdlybuf4s50_1"
export IMPL_drive_gt1_share_pct=34.4
export IMPL_critPathRequiredTime_ns=16.32
export IMPL_num_vias=43200
export IMPL_gr_usage_all_layers_pct=51.6
export IMPL_global_route_peak_usage_layer="met2"
export IMPL_fin_crit_sh_pct=61.1
export IMPL_starting_drc_count_in_detailed_routing=5830
export IMPL_finalNonFillerCells=5615
export IMPL_chip_area_um2=100000
export IMPL_finalMaxSlewViolations=0
export IMPL_drtAntennaViolNets=0
export IMPL_die_size_y_um=317
export IMPL_gr_total_overflow=0
export IMPL_ctsLongestPathBuffers=3
export IMPL_rsz0062_at_grt="no"
export IMPL_clk_transition_reported_paths_ns=0.07
export IMPL_criticalPathCategory="primary input to output port"
export IMPL_timing_critical_path_buf_inv=3
export IMPL_area_delta_synth_final_pct=13.7
export IMPL_fmax_ghz=0.0802
export IMPL_setup_worst_path_start_class="primary input"
export IMPL_final_fill_count=8122
export IMPL_core_region_area_um2=98300
export IMPL_wirelength_um=244000
export IMPL_post_route_cell_area_um2=56300
export IMPL_dp_hpwl_um=141000
export IMPL_setup_tns_final_ns=0
export IMPL_yosys_stat_area_um2=49500
export IMPL_routed_via_density=7.70
export IMPL_hold_viol=0
export IMPL_cts_setup_buffers=0
export IMPL_yosys_cell_types_count=62
export IMPL_critical_path_slowest_cell="sky130_fd_sc_hd__nor2_4"
export IMPL_clock_skew_final_ns=0
export IMPL_cts_max_level=3
export IMPL_netlist_instances=4210
export IMPL_grt_first_pass_wirelength_um=337000
export IMPL_fp_utilization_pct=50.4
export IMPL_cts_sinks=992
export IMPL_hold_class="flop to flop"
export IMPL_cts_made_buffers=108
export IMPL_path_delay_family="simple AND/OR/NAND/NOR gates"
export IMPL_placed_cells_incl_taps=5391
export IMPL_grt_pass1_vias=42700
export IMPL_warning_count=29
export IMPL_grt_start_max_net_pins=116
export IMPL_dpl_cell_area_um2=52400
export IMPL_power_total_w=0.00558
export IMPL_dr_pass1_iters=26
export IMPL_flip_flop_count_of_the_largest_register_after_layout=992
export IMPL_power_static_leakage_nw=24.3
export IMPL_detail_route_wl_per_cell_um=43.5
export IMPL_top_level_ports=116
export IMPL_placement_rows=115
export IMPL_fin_hold_ws_ns=0.528
export IMPL_netlist_area_um2=49500
export IMPL_port_buffers=115
export IMPL_cellPowerDensity_nw_per_um2=99.1
export IMPL_grtUsageMet2_pct=65.4
export IMPL_max_slew_margin_rel_pct=25.7
export IMPL_cts_hold_buf=0
export IMPL_ys_dominant_reg_cell="sky130_fd_sc_hd__dfrtp_1"
export IMPL_max_cap_viol_count=0
export IMPL_tightestPinTransition_ns=1.11
export IMPL_tritoncts_clock_tree="yes"
export IMPL_critPathMaxStageDelay_ns=1.08
export IMPL_top_reg_by_flops="registers"
export IMPL_worst_ir_drop_vdd_v=0.0000827
export IMPL_critical_path_max_fanout=17
export IMPL_period_minus_slack_ns=12.46
export IMPL_synth_stat_cells=4210
export IMPL_gpl_final_weighted_congestion=1.08
export IMPL_syn_area_per_cell_um2=11.8
export IMPL_antenna_found_initial=12
export IMPL_insertion_delay_ns=0.71
export IMPL_enable_flop_cells=0
export IMPL_asyncSetResetFlopFracSynth_pct=100
export IMPL_setup_viol=0
export IMPL_drc=0
export IMPL_timing_critical_path_arrival_ns=8.38
export IMPL_postSynthSeqShare_pct=50.2
export IMPL_die_width_um=317
export IMPL_reg_largest_list="registers x992"
export IMPL_cts_root_buf="sky130_fd_sc_hd__clkbuf_16"
export IMPL_critical_path_end_type="output port"
export IMPL_synth_ff_latch_count=992
export IMPL_groute_layer_met3_usage_pct=37.4
export IMPL_result_of_the_run="completed"
export IMPL_met1_usage_pct=64.8
export IMPL_synthesis_yosys_warnings=2
==> cells in the mapped netlist, types with 3 or more instances <==
library cell	n	area, um^2
sky130_fd_sc_hd__nor4_1	22	138
sky130_fd_sc_hd__o22ai_1	3	18.8
sky130_fd_sc_hd__nand2b_1	11	68.8
sky130_fd_sc_hd__a222oi_1	43	430
sky130_fd_sc_hd__buf_2	201	1010
sky130_fd_sc_hd__mux2_2	983	11100
sky130_fd_sc_hd__a31oi_1	14	87.6
sky130_fd_sc_hd__a41oi_1	3	26.3
sky130_fd_sc_hd__nor2b_1	12	75.1
sky130_fd_sc_hd__buf_1	6	22.5
sky130_fd_sc_hd__a221oi_1	8	70.1
sky130_fd_sc_hd__mux2i_1	7	70.1
sky130_fd_sc_hd__nor3b_2	3	37.5
sky130_fd_sc_hd__nand2_1	201	754
sky130_fd_sc_hd__nor3_1	62	310
sky130_fd_sc_hd__a32oi_1	12	105
sky130_fd_sc_hd__and3_1	10	62.6
sky130_fd_sc_hd__a2111oi_0	5	43.8
sky130_fd_sc_hd__a22o_1	18	158
sky130_fd_sc_hd__a22oi_1	799	6000
sky130_fd_sc_hd__nor2_1	124	465
sky130_fd_sc_hd__o21ai_0	87	435
sky130_fd_sc_hd__nand3_1	65	325
sky130_fd_sc_hd__dfrtp_1	992	24800
sky130_fd_sc_hd__and2_1	4	25.0
sky130_fd_sc_hd__nor3_2	4	40.0
sky130_fd_sc_hd__mux2_1	16	180
sky130_fd_sc_hd__clkbuf_1	198	743
sky130_fd_sc_hd__a21oi_1	106	531
sky130_fd_sc_hd__nor2_2	3	18.8
sky130_fd_sc_hd__buf_4	14	105
sky130_fd_sc_hd__nand3b_1	12	90.1
sky130_fd_sc_hd__nor3b_1	3	22.5
sky130_fd_sc_hd__nand4_1	110	688
sky130_fd_sc_hd__nor2_4	9	101
==> cell type report <==
cell class                      count  area [um^2]  share of cell area (%)
Sequential cell                   992        24800                    44.1
Multi-Input combinational cell   2795        23300                    41.4
Clock buffer                      158         3260                    5.80
Timing Repair Buffer              315         2650                    4.70
Tap cell                         1287         1610                    2.86
Clock inverter                     43          582                    1.03
Antenna cell                       23         57.6                   0.102
Inverter                            2         7.51                  0.0133
==> cells by family (layout without fill, tap and decap cells) <==
family | Yosys count | count (layout) | share of synthesized area [%]
AND-OR/OR-AND | 1118 | 1118 | 16.3
multiplexers | 1006 | 1006 | 22.9
flip-flops | 992 | 992 | 50.2
AND/OR/NAND/NOR | 671 | 671 | 6.81
buffers and inverters | 423 | 518 | 3.85
other | 0 | 23 | 0
==> final timing paths <==
kind	startpoint	end	slack, ns	cells after the start
worst max register to register	registers[31][27]	registers[31][27]	19.50	1
worst min register to register	registers[1][21]	registers[1][21]	0.53	1
max in group asynchronous	iRstN	registers[27][10]	12.61	7
worst min-delay path	registers[1][21]	registers[1][21]	0.53	1
min in group asynchronous	iRstN	registers[14][27]	3.36	1
worst max-delay path	iRs1Addr[4]	oRs1Data[31]	7.94	9
==> per-stage QoR <==
stage               util [%]  setup slack, ns
floorplan                  -            10.94
global placement        53.3             8.27
detailed placement      53.3             8.25
CTS                     57.2             8.22
global route            57.2             7.96
finish                  57.3             7.94
==> routing by layer <==
metal  wire length, um  vias up
met1             84000    21400
met5               552        -
met2             94600     4173
met4             19500       28
li1                  -    16200
met3             45800     1388
==> placed cells by master, fill, tap and decap left out, types with 8 or more instances in the layout <==
cell type,Yosys,final
sky130_fd_sc_hd__nand4_1,110,110
sky130_fd_sc_hd__nor2b_1,12,11
sky130_fd_sc_hd__a221oi_1,8,8
sky130_fd_sc_hd__nand2_1,201,187
sky130_fd_sc_hd__nor2_1,124,75
sky130_fd_sc_hd__mux2_1,16,16
sky130_fd_sc_hd__nand2b_1,11,11
sky130_fd_sc_hd__a21oi_1,106,106
sky130_fd_sc_hd__diode_2,0,23
sky130_fd_sc_hd__nor3_1,62,58
sky130_fd_sc_hd__a222oi_1,43,43
sky130_fd_sc_hd__clkbuf_1,198,15
sky130_fd_sc_hd__nand2_2,0,14
sky130_fd_sc_hd__clkbuf_8,0,33
sky130_fd_sc_hd__buf_4,14,199
sky130_fd_sc_hd__nor2_4,9,60
sky130_fd_sc_hd__nand3_1,65,63
sky130_fd_sc_hd__a22o_1,18,18
sky130_fd_sc_hd__nand3b_1,12,12
sky130_fd_sc_hd__a22oi_1,799,799
sky130_fd_sc_hd__nor4_1,22,21
sky130_fd_sc_hd__clkdlybuf4s50_1,0,109
sky130_fd_sc_hd__a31oi_1,14,14
sky130_fd_sc_hd__o21ai_0,87,87
sky130_fd_sc_hd__bufinv_16,0,13
sky130_fd_sc_hd__dfrtp_1,992,992
sky130_fd_sc_hd__a32oi_1,12,12
sky130_fd_sc_hd__mux2_2,983,983
sky130_fd_sc_hd__clkbuf_16,0,110
sky130_fd_sc_hd__clkinv_2,0,20
==> power breakdown <==
group	internal (W)	leakage (nW)	total [W]	switching, W
sequential	0.00235	12.7	0.00272	0.000373
combinational	0.000382	9.69	0.000730	0.000347
clock	0.00127	1.91	0.00212	0.000855
No activity file was given, so power comes from the tool's default toggle rates.
