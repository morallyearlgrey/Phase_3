==> ./design.v <==
module DECODER (
    input [31:0] iInstr,  
    output [6:0] oOpcode,  
    output [4:0] oRd,      
    output [2:0] oFunct3,  
    output [4:0] oRs1,     
    output [4:0] oRs2,     
    output [6:0] oFunct7,  
    output reg [31:0] oImm     
);
    assign oOpcode = iInstr[6:0];
    assign oRd     = iInstr[11:7];
    assign oFunct3 = iInstr[14:12];
    assign oRs1    = iInstr[19:15];
    assign oRs2    = iInstr[24:20];
    assign oFunct7 = iInstr[31:25];
    always @(*) begin
        case (iInstr[6:0])
            7'b0010011, 7'b0000011, 7'b1100111: begin
                oImm = {{20{iInstr[31]}}, iInstr[31:20]};
            end
            7'b0100011: begin
                oImm = {{20{iInstr[31]}}, iInstr[31:25], iInstr[11:7]};
            end
            7'b1100011: begin
                oImm = {{19{iInstr[31]}}, iInstr[31], iInstr[7], iInstr[30:25], iInstr[11:8], 1'b0};
            end
            7'b0110111, 7'b0010111: begin
                oImm = {iInstr[31:12], 12'b0};
            end
            7'b1101111: begin
                oImm = {{11{iInstr[31]}}, iInstr[31], iInstr[19:12], iInstr[20], iInstr[30:21], 1'b0};
            end
            default: begin
                oImm = 32'b0;
            end
        endcase
    end
endmodule
==> ./run.sh <==
#!/bin/bash
# OpenROAD 26Q1-2900-gdf79404cd8, Yosys 0.63+post, stock flow scripts
make -C /OpenROAD-flow-scripts/flow DESIGN_CONFIG=/design/flow/config.mk WORK_HOME=/design/flow/orfs finish
==> ./config.mk <==
export PLATFORM = sky130hd
export DESIGN_NAME = DECODER
export DESIGN_NICKNAME = DECODER
export VERILOG_FILES = /design/flow/design.v
export SDC_FILE = /design/flow/constraint.sdc
export NUM_CORES = 4
export LEC_CHECK = 1
export CORE_AREA = 10 10 70 70
export DIE_AREA = 0 0 80 80
==> ./constraint.sdc <==
current_design DECODER

set clk_period 2.8
set clk_io_pct 0.2

create_clock -name clk0 -period $clk_period

set non_clock_inputs [all_inputs -no_clocks]
set_input_delay [expr $clk_period * $clk_io_pct] -clock clk0 $non_clock_inputs
set_output_delay [expr $clk_period * $clk_io_pct] -clock clk0 [all_outputs]
==> flow_summary.ini <==
; physical design summary
[outcome]
outcome = completed

[sta]
rsz0062_at_grt = true
finalCriticalPeriod_ns = 2.71
hold_violations = 0
slew_viol_final = 0
worst_slew_pin_slew_ns = 0.246
fmax_mhz = 369
setup_viol = 0
finalCritPeriodShare = 0.967
slew-limit-headroom = 0.836
hold_ws_ns = 1.72
setup_tns_ns = 0

[clock_tree]
holdBufCountCts = 0

[die]
fp.coreArea_um2 = 3420
die_w_um = 80
core.rowCount = 21
die_area_um2 = 6400
num_io_pins = 96
core_util_floorplan = 0.230
fp.dieH_um = 80

[drt]
wl_per_cell_um = 16.1
vias = 1047
drtIter0Drc = 21
route.detailed.drc = 0
wl_met2_um = 1670
wl_met1_um = 1510
dr_wl_met3_um = 538
antennaDiodeCount = 0
wl_um = 3720
postRouteAntennaNets = 0
drt-pass1-iter-count = 4
maxUsedRoutingLayer = met3
avgViaCountPerCell = 4.53

[finish]
drive_above_1_share = 0.216
final_core_util = 0.495
syn_to_final_growth_pct = 115
flops = 0
logic_area_um2 = 534
nFillCells = 330
clock_buffers = 0
final_cells = 231
flop_area_um2 = 0

[pwr]
ir_drop_uv = 52.5
p_leak_nw = 0.674
fin_total_pwr_uw = 174
power_density_nw_per_um2 = 103

[critical_path]
worstPathRequired_ns = 2.24
critPathLaunchType = input pin
path_cells = dlygate4sd2_1, or3b_4, a21oi_4, o21a_1, clkdlybuf4s50_1
worst-path-stages = 5
critPathMaxFanout = 5
cp_slowest_stage_delay_ns = 0.48
cp_slowest_cell = clkdlybuf4s50_1
crit_buf_inv = 2
path_class = input pin to primary output
endpoint_kind = primary output
cp_top_family = buffers and inverters
crit_arrival_ns = 2.15

[yosys]
area_leaders = buf_4 (31%), a21o_2 (8.9%), nand3_1 (8.3%), o21ai_0 (7.6%), a22o_1 (4.5%)
ys_cells = 111
synthesis.instances = 111
synth_top_cell_by_count = buf_4
top_cells_by_count = buf_4 (33), nand3_1 (13), o21ai_0 (12)
yosysUniqueCellTypes = 33
yosysTopAreaCellShare = 0.315
yosysTopAreaCell = buf_4
synth_area_um2 = 787
ys_warn_count = 1
avgSynthCellArea_um2 = 7.09
ys_area_um2 = 787
ys_seq_frac = 0

[placed_design]
place_inst = 227
hpwl_um = 2980
portBuffers = 96
gp_congestion = 0.878

[global_route]
grt_pass1_vias = 1102
overflow = 0
grt_max_degree = 18
antenna_found_initial = 0
track_usage = 0.103
grt_pass1_wl_um = 5510

[flow_run]
warning_count = 33
drv_cap = 0

[hold_path]
hold_path_depth = 2
hold_path_class = input pin to primary output
final cells by class:
| cell class | count | share of cell area |
|---|---|---|
| Tap cell | 46 | 0.0341 |
| Multi-Input combinational cell | 70 | 0.316 |
| Inverter | 1 | 0.00222 |
| Timing Repair Buffer | 114 | 0.647 |
through the flow:
stage | setup slack [ns] | area (um^2)
after CTS | 0.0278 | 1680
after detailed placement | -0.306 | 1630
after floorplan | 0.810 | 787
after global placement | -0.275 | 1630
after global routing | -0.0112 | 1690
final | 0.0914 | 1690
layout by cell type, fill, tap and decap left out, types with 2 or more instances in the layout:
master           count
o21a_1               2
a22o_1               4
buf_4               15
o21ai_0             12
clkdlybuf4s50_1     89
nand2_1              2
dlygate4sd2_1        5
and2b_1              3
nand3_1             12
clkbuf_2             2
nor2b_1              4
a21o_2               8
and3b_2              3
cell families (layout without fill, tap and decap cells):
family | Yosys count | count (layout) | synth area share
mux | 1 | 1 | 0.0127
buf+inv | 42 | 115 | 0.374
compound gates | 33 | 34 | 0.324
simple gates | 35 | 35 | 0.289
path summary, 6_finish.rpt:
path | to | from | slack [ns]
max | oImm[31] | iInstr[4] | 0.09
min | oOpcode[6] | iInstr[6] | 1.72
per-layer routing:
metal / vias to the layer above / track usage
li1: 520 / -
met1: 471 / 0.125
met2: 56 / 0.175
met3: 0 / 0.0443
met4: 0 / 0
met5: - / 0
where the power goes:
group          internal (mW)  total, mW  switching, mW
registers                  0          0              0
logic                  0.120      0.174         0.0537
clock network              0          0              0
what timing repair did:
item	in CTS	in global routing
setup buffers	1	1
setup endpoints to repair	32	23
gates resized	14	5
pin swaps	5	2
cloned	2	0
Power figures rest on the tool's default switching activity, not on a simulated workload.
