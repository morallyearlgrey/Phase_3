--- /design/flow/config.mk ---
export PLATFORM = sky130hd
export DESIGN_NAME = ALU
export DESIGN_NICKNAME = ALU
export VERILOG_FILES = /design/flow/design.v
export SDC_FILE = /design/flow/constraint.sdc
export NUM_CORES = 4
export LEC_CHECK = 1
export CORE_UTILIZATION = 30
--- /design/flow/constraint.sdc ---
current_design ALU

set clk_period 29.2
set clk_io_pct 0.2

create_clock -name clk0 -period $clk_period

set non_clock_inputs [all_inputs -no_clocks]
set_input_delay [expr $clk_period * $clk_io_pct] -clock clk0 $non_clock_inputs
set_output_delay [expr $clk_period * $clk_io_pct] -clock clk0 [all_outputs]
--- /design/flow/design.v ---
module AND (
    input [31:0] iDataA,
    input [31:0] iDataB,
    output [31:0] oData
    );
    assign oData = iDataA & iDataB;
    endmodule
module mux2 (input wire i0, i1, j, output wire o);
  wire not_j, w1, w2;
  not (not_j, j);  
  and (w1, i0, not_j);
  and (w2, i1, j);
  or  (o, w1, w2);  
endmodule
module shifter_stage #(parameter DIST = 1) (
    input  wire [31:0]  i,
    input  wire         s,        
    input  wire [2:0]   func3,  
    input  wire         is_sra,   
    output wire [31:0] o
  );
  wire fill_bit;
  and (fill_bit, is_sra, i[31]);
  genvar k;
  generate
    for (k = 0; k < 32; k = k + 1)
    begin : bit_logic
      wire left_val, right_val, target_val;
      if (k < DIST)
        assign left_val = 1'b0;  
      else
        assign left_val = i[k - DIST];  
      if (k >= 32 - DIST)
        assign right_val = fill_bit;  
      else
        assign right_val = i[k + DIST];
      mux2 dir_mux (left_val, right_val, func3[2], target_val);  
      mux2 final_mux (i[k], target_val, s, o[k]);
    end
  endgenerate
endmodule
module barrelshifter32(
    input  wire [31:0] i,
    input  wire [31:0]  s,  
    input  wire [2:0]   func3,  
    input  wire         is_sra,  
    output wire [31:0] o
  );
  wire [31:0] t16, t8, t4, t2;
  shifter_stage #(.DIST(16)) s16 (i,   s[4], func3, is_sra, t16);
  shifter_stage #(.DIST(8))  s8  (t16, s[3], func3, is_sra, t8);
  shifter_stage #(.DIST(4))  s4  (t8,  s[2], func3, is_sra, t4);
  shifter_stage #(.DIST(2))  s2  (t4,  s[1], func3, is_sra, t2);
  shifter_stage #(.DIST(1))  s1  (t2,  s[0], func3, is_sra, o);
endmodule
module Comparator (
    input [31:0] iDataA,
    input [31:0] iDataB,
    output [2:0] oData
  );
  assign oData[0] = (iDataA > iDataB) ? 1'b1 : 1'b0;
  assign oData[1] = (iDataA == iDataB) ? 1'b1 : 1'b0;
  assign oData[2] = (iDataA < iDataB) ? 1'b1 : 1'b0;
endmodule
module LCA (
    input [31:0] iDataA,
    input [31:0] iDataB,
    input iCin,           
    output [31:0] oData,
    output oCout,         
    output oZero
  );
  wire [31:0] sum;
  wire c4, c8, c12, c16, c20, c24, c28;
  LCA4 bit0_3   (iDataA[3:0],   iDataB[3:0],   iCin, sum[3:0],   c4);
  LCA4 bit4_7   (iDataA[7:4],   iDataB[7:4],   c4,   sum[7:4],   c8);
  LCA4 bit8_11  (iDataA[11:8],  iDataB[11:8],  c8,   sum[11:8],  c12);
  LCA4 bit12_15 (iDataA[15:12], iDataB[15:12], c12,  sum[15:12], c16);
  LCA4 bit16_19 (iDataA[19:16], iDataB[19:16], c16,  sum[19:16], c20);
  LCA4 bit20_23 (iDataA[23:20], iDataB[23:20], c20,  sum[23:20], c24);
  LCA4 bit24_27 (iDataA[27:24], iDataB[27:24], c24,  sum[27:24], c28);
  LCA4 bit28_31 (iDataA[31:28], iDataB[31:28], c28,  sum[31:28], oCout);
  assign oData = sum;
  assign oZero = ~|sum;
endmodule
module LCA4 (
    input [3:0] a,
    input [3:0] b,
    input cin,
    output [3:0] s,
    output cout
  );
  wire [3:0] p, g;
  wire [4:0] c;
  assign g = a & b;
  assign p = a ^ b;
  assign c[0] = cin;
  assign c[1] = g[0] | (p[0] & c[0]);
  assign c[2] = g[1] | (p[1] & c[1]);
  assign c[3] = g[2] | (p[2] & c[2]);
  assign c[4] = g[3] | (p[3] & c[3]);  
  assign s = p ^ c[3:0];
  assign cout = c[4];
endmodule
module OR (
    input [31:0] iDataA,
    input [31:0] iDataB,
    output [31:0] oData
    );
    assign oData = iDataA | iDataB;
endmodule
module slt (
    input [31:0] iDataA,
    input [31:0] iDataB,
    output [31:0] oData
  );
  wire [31:0] invertB;
  wire [31:0] diff;
  wire oCout;  
  wire oZero;  
  assign invertB = ~iDataB;
  LCA sub (
        .iDataA(iDataA),
        .iDataB(invertB),
        .iCin(1'b1),
        .oData(diff),
        .oCout(oCout),
        .oZero(oZero)
    );
    wire [31:0] diff_unused = diff; 
    wire overflow;
    assign overflow = (iDataA[31] & !iDataB[31] & !diff[31]) | (!iDataA[31] & iDataB[31] & diff[31]);
  assign oData = {31'b0, diff[31] ^ overflow};  
endmodule
module setLessThanUnsigned (
    input [31:0] iDataA,
    input [31:0] iDataB,
    output [31:0] oData
  );
  wire [2:0] iSet;  
  Comparator SLTUcomp(
               .iDataA(iDataA),
               .iDataB(iDataB),
               .oData(iSet)
             );
  assign oData = (iSet[2] == 1) ? 32'b1 : 32'b0;
endmodule
module XOR (
    input [31:0] iDataA,
    input [31:0] iDataB,
    output [31:0] oData
    );
    assign oData = iDataA ^ iDataB;
endmodule
module ALU (
    input [31:0] iDataA,  
    input [31:0] iDataB,  
    input [3:0] iAluOp,   
    output reg [31:0] oData,  
    output reg oZero
  );
  localparam ADD  = 4'b0000;
  localparam SUB  = 4'b1000;
  localparam SLL  = 4'b0001;
  localparam SRL  = 4'b1001;
  localparam SRA  = 4'b1101;
  localparam SLT  = 4'b0010;
  localparam SLTU = 4'b0011;
  localparam XOR  = 4'b0100;
  localparam OR   = 4'b0110;
  localparam AND  = 4'b0111;
  localparam BEQ  = 4'b1000;
  localparam BNE  = 4'b1100;
  localparam BLT  = 4'b1010;
  localparam BGE  = 4'b1110;
  wire is_sub = (iAluOp == SUB) || (iAluOp == BNE) || (iAluOp == BLT) || (iAluOp == BGE);
  wire [31:0] adder_b = is_sub ? ~iDataB : iDataB;   
  wire [31:0] wSum;
  wire wCout;  
  wire wAdderZero;  
  LCA u_adder (
        .iDataA(iDataA),
        .iDataB(adder_b),
        .iCin(is_sub),
        .oData(wSum),
        .oCout(wCout),
        .oZero(wAdderZero)
      );
  wire [31:0] shiftedRes;  
  wire [31:0] shamt;
  wire overflow;  
  assign overflow =| iDataB[31:5];  
  assign shamt = overflow ? 32'd31 : iDataB;  
  wire is_sra;  
  assign is_sra = (iAluOp == SRA);
  wire [2:0] derived_funct3 = (iAluOp == SLL) ? 3'b001 : 3'b101;
  barrelshifter32 shifting (
                    .i(iDataA),
                    .s(shamt),
                    .func3(derived_funct3),
                    .is_sra(is_sra),
                    .o(shiftedRes)
                  );
  wire [31:0] slt_res;
  slt SLTmod(
                .iDataA(iDataA),
                .iDataB(iDataB),
                .oData(slt_res)
              );
  wire [31:0] sltu_res;
  setLessThanUnsigned SLTUmod(
                        .iDataA(iDataA),
                        .iDataB(iDataB),
                        .oData(sltu_res)
                      );
  wire [31:0] wAnd;
  AND u_and (
        .iDataA(iDataA),
        .iDataB(iDataB),
        .oData(wAnd)
      );
  wire [31:0] wOr;
  OR u_or (
       .iDataA(iDataA),
       .iDataB(iDataB),
       .oData(wOr)
     );
  wire [31:0] wXor;
  XOR u_xor (
        .iDataA(iDataA),
        .iDataB(iDataB),
        .oData(wXor)
      );
  always @(*)
  begin
    oData = 32'b0;
    oZero = 1'b0;  
    case (iAluOp)
      ADD, SUB:
      begin
        oData = wSum;            
        oZero = ~|oData;
      end
      SLL, SRL, SRA:
      begin
        oData = shiftedRes;      
        oZero = ~|oData;
      end
      SLT:
      begin
        oData = slt_res;         
        oZero = ~|oData;
      end
      SLTU:
      begin
        oData = sltu_res;        
        oZero = ~|oData;
      end
      XOR:
      begin
        oData = wXor;            
        oZero = ~|oData;
      end
      OR:
      begin
        oData = wOr;             
        oZero = ~|oData;
      end
      AND:
      begin
        oData = wAnd;            
        oZero = ~|oData;
      end
      BNE:
      begin
        oData = wSum;     
        oZero = |oData;   
      end
      BLT:
      begin
        oData = wSum;        
        oZero = slt_res[0];  
      end
      BGE:
      begin
        oData = wSum;         
        oZero = ~slt_res[0];  
      end
      default:
      begin
        oData = 32'b0;
        oZero = ~|oData;
      end
    endcase
  end
endmodule
--- /design/flow/run.sh ---
#!/bin/bash
# OpenROAD 26Q1-2900-gdf79404cd8, Yosys 0.63+post, stock flow scripts
make -C /OpenROAD-flow-scripts/flow DESIGN_CONFIG=/design/flow/config.mk WORK_HOME=/design/flow/orfs finish
==> results.txt <==
Setup_tns -> 0 ns
Initial antenna violation count -> 4
Share of cells above drive strength 1 -> 8.72%
Routed vias -> 13300
Chip height -> 182 µm
Req. time, crit path -> 23.36 ns
Number of global-route vias before repair -> 12500
Slew @ Worst Pin -> 0.957 ns
FILL cells -> 3470
HP Class -> primary input to primary output
Slew headroom -> 35.3%
Leakage power -> 4.27 nW
Reg area -> 0 µm²
Gr ovfl total -> 0
Area leader, netlist -> ha_1
Syn avg cell area -> 6.67 µm²
Ys Warns -> 1
Max-Cap Viols -> 0
DRT antenna net count -> 0
Total die size -> 0.0333 mm²
Largest net degree at the start of global routing -> 62
RSZ-0062 raised after global routing -> false
Launch point of the worst path -> iAluOp[3]
Worst path max stage delay -> 0.46 ns
FP Rows -> 65
First-pass GRT wire length -> 93.8 mm
Initial DRC Count -> 1752
Total GRT Usage -> 40.2%
Worst path slowest cell -> clkdlybuf4s50_1
Hold depth -> 4
Vias per cell -> 6.85
Top cells by area -> ha_1 (12%), fa_1 (6.1%), nand2_1 (5.2%)
I/O Buffers -> 101
Final setup viols -> 0
Min-delay src -> iAluOp[1]
Layout area overhead -> 15.2%
Wirelength per Cell -> 34.2 µm
Final Hold Viols -> 0
Startpoint Class -> primary input
Cell Type Count -> 95
Final Max Slew Viols -> 0
F_max -> 37.5 MHz
Status -> completed
Pwr per Cell Area -> 15.6 mW/mm²
Commonest non-fill, non-tap cell in the layout -> nand2_1
DRC viols -> 0
Post-CTS resize count -> 0
Cycle use final -> 91.4%
Die X -> 182 µm
Seq_cells -> 0
Synth Instances -> 1464
Synth Seq Share -> 0%
# Post-CTS Setup Buffers -> 0
Pre-antenna DRT Iters -> 8
Period minus WS final -> 26.69 ns
CLK BUF -> 0
Dpl hpwl -> 51.2 mm
OpenROAD warnings -> 97
Logic area -> 0.00883 mm²
Top-area cell share -> 12.4%
Post-Syn Area -> 0.00977 mm²
Worst Path Class, Setup -> primary input to primary output
WP data arrival -> 20.85 ns
GPL Wtd Cong -> 1.07
Core Region -> 0.0318 mm²
Crit end category -> primary output
Top cells excl fill/tap -> nand2_1 (135), nor2_1 (109), inv_1 (101)
I/O pin count -> 101
Max Fanout on Critical Path -> 17
Total power -> 0.176 mW
# Cells Yosys -> 1464
Hold WS -> 12.79 ns
CTS Hold Buffers Added -> 0
Cell mode on critical path -> fa_1
Yosys synthesis chip area -> 0.00977 mm²
FP Util -> 30.7%
Maximum VDD drop -> 0.0105 mV
DRT Wirelength -> 66.4 mm
==> routing by layer <==
layer  vias to the layer above  part of all wire [%]  GRT usage, %
met4                         8                   7.4          23.0
met3                       266                    12          11.9
met2                      1013                    43          60.5
met1                      6358                    38          51.2
met5                         -                 0.096             0
li1                       5645                     -             -
==> per-stage QoR <==
stage / utilization, % / instance area (µm²) / setup slack [ns] / instances
after floorplan: - / 9770 / 4.14 / 1464
after global placement: 35.4 / 11300 / 2.55 / 1938
after detailed placement: 35.4 / 11300 / 2.59 / 1938
after CTS: 35.4 / 11300 / 2.55 / 1938
after global routing: 35.4 / 11300 / 1.96 / 1938
final: 35.4 / 11300 / 2.51 / 1940
==> area by class of cell <==
class	count	area share, %
Inverter	103	3.43
Multi-Input combinational cell	1233	78.5
Timing Repair Buffer	167	13.2
Tap cell	435	4.83
Antenna cell	2	0.0445
==> power breakdown <==
part,switching (mW),internal (mW)
clock network,0,0.00000000492
logic,0.107,0.0687
registers,0,0
total,0.107,0.0687
==> cell usage after synthesis (6+ instances only) <==
| library cell | n |
|---|---|
| buf_2 | 27 |
| a211o_1 | 6 |
| a211oi_1 | 22 |
| nor2_1 | 111 |
| o21bai_1 | 6 |
| nand3_1 | 55 |
| o22ai_1 | 25 |
| o32ai_1 | 7 |
| a2111oi_0 | 6 |
| a21oi_1 | 98 |
| o311a_1 | 6 |
| inv_1 | 101 |
| xnor2_1 | 33 |
| mux2i_1 | 33 |
| a221oi_1 | 10 |
| o21ai_0 | 100 |
| o221ai_1 | 20 |
| a31oi_1 | 40 |
| and3_1 | 8 |
| a22oi_1 | 40 |
| fa_1 | 30 |
| or3_1 | 10 |
| nor3_1 | 41 |
| nand4_1 | 28 |
| buf_1 | 12 |
| nor4_1 | 32 |
| clkbuf_1 | 78 |
| o31ai_1 | 11 |
| a221o_1 | 24 |
| o21ai_1 | 11 |
| nand2_1 | 135 |
| nor2b_1 | 6 |
| a311oi_1 | 10 |
| a32oi_1 | 6 |
| o211ai_1 | 31 |
| ha_1 | 97 |
| nand2b_1 | 17 |
==> logic make-up after synthesis <==
kind of cell             Yosys count  synth area share [%]
AND-OR/OR-AND                    544                  39.1
AND/OR/NAND/NOR                  494                  25.7
buffers and inverters            231                  9.99
adder cells (fa/ha/maj)          127                  18.6
multiplexers                      35                  3.61
XOR/XNOR                          33                  2.96
==> worst max-delay path: cells and delay by family <==
| family | cells | cell delay, ns |
|---|---|---|
| simple gates | 4 | 1.10 |
| compound gates | 4 | 0.88 |
| fa+ha+maj | 30 | 11.33 |
| buf+inv | 6 | 1.31 |
| xor+xnor | 1 | 0.26 |
| mux | 1 | 0.12 |
==> worst paths after layout <==
kind        to
max      oZero
min   oData[0]
Power figures rest on the tool's default switching activity, not on a simulated workload.
